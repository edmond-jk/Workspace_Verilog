[design/flow/design.v]
module aes_addroundkey(
	input wire				clk,
	input wire				reset_n,
	input wire [127:0]		round_key,
	input wire [127:0]		data,
	output wire [127:0]		result,
	output wire 			iready,
	output wire				oready	
  );
  reg [127:0]		input_buffer, output_buffer;
  reg				tmp_iready, tmp_oready;
  assign iready = !tmp_iready;
  assign oready = tmp_oready;
  assign result = output_buffer;
  initial 
  begin
  	tmp_iready = 1'b0;
  	tmp_oready = 1'b0; 
  end
  function [127:0]  addroundkey(input [127:0] data, input [127:0] rkey);
		begin
			addroundkey = data ^ rkey;
		end
  endfunction 
  always @ (posedge clk)
  begin
  	if (reset_n)
  		begin
  			input_buffer = data;
  			tmp_iready = 1'b1;
  			output_buffer = addroundkey (input_buffer, round_key);
  			tmp_oready = 1'b1;
  		end
  	else
  		begin
  			tmp_iready = 1'b0;
  			tmp_oready = 1'b0;
  		end
  end	
endmodule
module aes_encipher_block (
	input wire				clk,
	input wire				reset_n,
	input wire [127:0]		round_key,
	output wire [127:0] 	old_sbox,  
	input wire [127:0] 		new_sbox,	
	input wire [127:0]  	input_block,
	output wire [127:0]		output_block,
	output wire				oready,  
	output wire				iready	 
	);
    reg [127:0]				input_buffer;	
	reg						tmp_iready;
	reg						tmp_reset_shiftrows; 
	wire					reset_shiftrows, reset_mixcolumns, reset_addroundkey;	
	wire 					iready_shiftrows, iready_mixcolumns, iready_addroundkey;
	wire 					oready_shiftrows, oready_mixcolumns, oready_addroundkey;
	wire [127:0]			data_shiftrows, data_mixcolumns, data_addroundkey;
	wire [127:0]			result_shiftrows, result_mixcolumns, result_addroundkey;
	aes_shiftrows shiftrowsBlock (
							.clk(clk),
							.reset_n(reset_shiftrows),
							.data(data_shiftrows),
							.result(result_shiftrows),
							.iready(iready_shiftrows),
							.oready(oready_shiftrows)
	);
	aes_mixcolumns mixcolumnsBlock (
							.clk(clk),
							.reset_n(reset_mixcolumns),
							.data(data_mixcolumns),
							.result(result_mixcolumns),
							.iready(iready_mixcolumns),
							.oready(oready_mixcolumns)	
	);
	aes_addroundkey addroundkeyBlock (
							.clk(clk),
							.reset_n(reset_addroundkey),
							.round_key(round_key),
							.data(data_addroundkey),
							.result(result_addroundkey),
							.iready(iready_addroundkey),
							.oready(oready_addroundkey)
	);
	assign old_sbox 		= input_block;  
	assign iready			= !tmp_iready;
	assign reset_shiftrows 		= tmp_reset_shiftrows;
	assign reset_mixcolumns 	= oready_shiftrows;
	assign reset_addroundkey 	= oready_mixcolumns;
	assign oready 				= oready_addroundkey; 
	assign data_shiftrows		= input_buffer;
	assign data_mixcolumns		= result_shiftrows;
	assign data_addroundkey		= result_mixcolumns;
	assign output_block		    = result_addroundkey;
	initial 
	begin
		tmp_iready = 1'b0;
		tmp_reset_shiftrows = 1'b0;
	end 
	always @ (posedge clk)
	begin
		if (reset_n)
			begin
				input_buffer <= new_sbox;
				tmp_iready <= 1'b1;
				tmp_reset_shiftrows <= 1'b1;
			end
		else
			begin
				tmp_iready <= 1'b0;
				tmp_reset_shiftrows <= 1'b0;
			end
	end
endmodule
module aes_mixcolumns (
	input wire				clk,
	input wire				reset_n,
	input wire [127:0]		data,
	output wire [127:0]		result,
	output wire				iready,
	output wire				oready
	);
  reg				tmp_iready, tmp_oready;
  reg [127:0]		input_buffer, output_buffer;
  assign iready = !tmp_iready;
  assign oready = tmp_oready;
  assign result = output_buffer;
  initial 
  begin
  	tmp_iready = 1'b0;
  	tmp_oready = 1'b0;
  end
  function [7:0] gm2(input [7:0] op);
		begin 
			gm2 = {op[6:0], 1'b0} ^ (8'h1b & {8{op[7]}});
		end
	endfunction
	function [7:0] gm3(input [7:0] op);
		begin
			gm3 = gm2(op) ^ op;
		end	
	endfunction
	function [31:0] mixw(input [31:0] w);
		reg [7:0] b0, b1, b2, b3;
		reg [7:0] mb0, mb1, mb2, mb3;
		begin
			b0 = w[31:24];
			b1 = w[23:16];
			b2 = w[15:08];
			b3 = w[07:00];
			mb0 = gm2(b0) ^ gm3(b1) ^ b2      ^ b3;
			mb1 = b0	  ^	gm2(b1) ^ gm3(b2) ^ b3;
			mb2 = b0	  ^ b1      ^ gm2(b2) ^ gm3(b3);
			mb3 = gm3(b0) ^ b1 		^ b2	  ^ gm2(b3);
			mixw = {mb0, mb1, mb2, mb3};
		end
	endfunction
	function [127:0] mixcolumns(input [127:0] data);
		reg [31:0] w0, w1, w2, w3;
		reg [31:0] ws0, ws1, ws2, ws3;
		begin
			w0 = data[127:096];
			w1 = data[095:064];
			w2 = data[063:032];
			w3 = data[031:000];
			ws0 = mixw(w0);
			ws1 = mixw(w1);
			ws2 = mixw(w2);
			ws3 = mixw(w3);
			mixcolumns = {ws0, ws1, ws2, ws3};
		end
	endfunction
	always @ (posedge clk)
	begin
		if (reset_n)
			begin
				input_buffer = data;
				tmp_iready = 1'b1;
				output_buffer = mixcolumns(input_buffer);
				tmp_oready = 1'b1;
			end
		else
			begin
				tmp_iready = 1'b0;
				tmp_oready = 1'b0;
			end
	end
endmodule	
module aes_shiftrows(
	input wire 				clk, 
	input wire 				reset_n,
	input wire [127:0]		data,
	output wire [127:0]		result,
	output wire				iready,
	output wire				oready		
  );
  reg [127:0]		input_buffer, output_buffer;
  reg				tmp_iready, tmp_oready;
  assign iready = !tmp_iready;
  assign oready = tmp_oready;
  assign result = output_buffer;
  initial
  begin
  	tmp_iready = 1'b0;
  	tmp_oready = 1'b0;
  end 
  function [127:0] shiftRows(input [127:0] data);
		reg [31:0]	w0, w1, w2, w3;
		reg [31:0]	ws0, ws1, ws2, ws3;
		begin
			w0 = data[127 : 096];
			w1 = data[095 : 064];
			w2 = data[063 : 032];
			w3 = data[031 : 000];
			ws0 = {w0[31:24], w1[23:16], w2[15:08], w3[07:00]};
			ws1 = {w1[31:24], w2[23:16], w3[15:08], w0[07:00]};
			ws2 = {w2[31:24], w3[23:16], w0[15:08], w1[07:00]};
			ws3 = {w3[31:24], w0[23:16], w1[15:08], w2[07:00]};
			shiftRows = {ws0, ws1, ws2, ws3};
		end
	endfunction
   always @ (posedge clk)
   begin
   	if (reset_n)
   		begin
   			input_buffer = data;
   			tmp_iready = 1'b1;
   			output_buffer = shiftRows(input_buffer);
   			tmp_oready = 1'b1;
   		end
   	else
   		begin
   			tmp_iready = 1'b0;
   			tmp_oready = 1'b0;
   		end
   end 
endmodule
[design/flow/run.sh]
#!/bin/bash
# OpenROAD 26Q1-2900-gdf79404cd8, Yosys 0.63+post, stock flow scripts
make -C /OpenROAD-flow-scripts/flow DESIGN_CONFIG=/design/flow/config.mk WORK_HOME=/design/flow/orfs finish
[design/flow/config.mk]
export PLATFORM = sky130hd
export DESIGN_NAME = aes_encipher_block
export DESIGN_NICKNAME = aes_encipher_block
export VERILOG_FILES = /design/flow/design.v
export SDC_FILE = /design/flow/constraint.sdc
export NUM_CORES = 4
export LEC_CHECK = 1
export CORE_UTILIZATION = 30
[design/flow/constraint.sdc]
current_design aes_encipher_block

set clk_period 8.2
set clk_io_pct 0.2

create_clock -name clk0 -period $clk_period [get_ports {clk}]

set non_clock_inputs [all_inputs -no_clocks]
set_input_delay [expr $clk_period * $clk_io_pct] -clock clk0 $non_clock_inputs
set_output_delay [expr $clk_period * $clk_io_pct] -clock clk0 [all_outputs]
==> flow_summary.ini <==
; implementation run metrics
[status]
status = finished, final reports clean

[synthesis]
synth.top_cells.by_area = edfxtp_1, xnor3_1, xor2_1
syn_inst = 1080
largest_area_cell = edfxtp_1
yosysSeqAreaShare_pct = 68.3
yosys_cells = 1080
ys.flops = 516
synthDistinctLibCells = 11
top_cell_area_share_pct = 67.9
yosys_area_um2 = 22600
netlist_area_um2 = 22600
ys_warn_count = 4
syn_area_per_cell_um2 = 21.0

[layout]
logic_area_um2 = 6170
regArea_um2 = 15500
stdcell_count = 2411
nFillCells = 6633
lay_top_count = edfxtp_1
most-common-layout-cells = edfxtp_1, clkdlybuf4s50_1, xor2_1
drive_gt1_share_pct = 7.49
area_growth_pct = 26.8

[clock_tree]
postCtsSetupBuffers = 0
cts.sinks = 516
cts_max_level = 2
post_cts_resized = 0
numCtsBuffers = 57
hold_buffers = 0
clockBufferDepth = 3
cts_tree = done
clock_latency_ps = 610
path_clk_slew_ps = 70
root_buffer = clkbuf_16

[placement]
gp_congestion = 0.847
post-place-ws_ps = 4920
dp.cells = 2303
hpwlAfterDp_um = 35700
port_buffers = 387

[detailed_routing]
viasPerCell = 4.12
wl_um = 48800
drtPass1Iterations = 4
routedWlPerCell_um = 20.2
antenna_left = 0
drc = 0
vias = 9932
drtIter0Drc = 487

[sta]
tns_ps = 0
post-route-period-util_pct = 42.9
layout_setup_ws_ps = 4690
slew_headroom_pct = 46.8
finalMaxSlewViolations = 0
tightest_slew_ps = 799
max_freq_mhz = 285
fin_crit_ps = 3510
rsz0062_at_grt = false
finalClockSkew_ps = 24.7
finalSetupViolCount = 0
final_hold_viol_count = 0

[worst_setup_path]
reg2reg_from = shiftrowsBlock.output_buffer[127]$_DFFE_PP_
r2r_cells = 2
cp.required_ps = 6560
setup.worst_path.end_class = output port
cpPeakStageDelay_ps = 700
path_cells = inv_1 > clkdlybuf4s50_1
cp_max_fo = 39
worstPathArrival_ps = 1870
endpoint = iready
cp_top_family = flip-flops
crit_type = flip-flop to output port
crit_path_top_delay_cell = dfxtp_4
r2r_end = mixcolumnsBlock.output_buffer[121]$_DFFE_PP_
start_kind = flip-flop
crit_buf_inv = 2
crit_cells = 2
crit_path_start = tmp_reset_shiftrows$_DFF_P_
r2r_slack_ps = 6300

[min_path]
hp-class = flip-flop to flip-flop

[pwr]
power_mw = 7.88
peakVddDrop_uv = 159
power_leakage_nw = 11.1
power_density_nw_per_um2 = 274

[grt]
antenna_found_initial = 1
grt_max_degree = 55
grt_pass1_vias = 11248
grt.total_usage_pct = 13.5
grt_first_pass_wirelength_um = 70900
overflow = 0

[floorplanning]
floorplan.core_util_pct = 30.4
die_area_um2 = 76600
ios = 644
row_count = 100
die_w_um = 277
core_um2 = 74600
die_h_um = 277

[flow_run]
warnings = 25
maxCapViolations = 0
report_power, final:
group          internal (mW)  total, mW  switching [mW]
clock network           1.55       2.62            1.06
registers               3.56       3.85           0.290
logic                  0.986       1.41           0.427
worst min-delay path by stage:
stage | slack (ps) | cells after the start | endpoint | startpoint
after CTS | 410 | 0 | shiftrowsBlock.output_buffer[4]$_DFFE_PP_ | input_buffer[36]$_DFFE_PP_
after global routing | 410 | 0 | shiftrowsBlock.output_buffer[13]$_DFFE_PP_ | input_buffer[77]$_DFFE_PP_
final | 410 | 0 | shiftrowsBlock.output_buffer[21]$_DFFE_PP_ | input_buffer[117]$_DFFE_PP_
kinds of logic after synthesis:
family                    share of synthesized area (%)
buffers and inverters                              4.51
DFF                                                68.3
xor gates and xnor gates                           27.2
registers in the layout (all words and copies together) (netlist names):
name	cells
input_buffer	128
shiftrowsBlock.tmp_oready	1
tmp_reset_shiftrows	1
mixcolumnsBlock.tmp_oready	1
addroundkeyBlock.output_buffer	128
addroundkeyBlock.tmp_oready	1
mixcolumnsBlock.output_buffer	128
shiftrowsBlock.output_buffer	128
cells in the mapped netlist:
cell type  number
xor3_1         42
xor2_1        171
xnor2_2         7
edfxtp_1      512
dfxtp_1         4
buf_2           6
xnor2_1        72
inv_1           1
xnor3_1       130
clkbuf_1        7
buf_4         128
layout make-up:
cell class	instances	area share [%]
Clock buffer	64	5.13
Multi-Input combinational cell	422	21.5
Clock inverter	43	1.61
Antenna cell	1	0.00871
Timing Repair Buffer	395	13.7
Sequential cell	516	53.8
Inverter	1	0.0131
Tap cell	969	4.22
metal layers:
metal	wire length, um	track usage (%)	vias up	part of all wire (%)
met1	18800	18.3	4883	38
met3	5590	7.15	70	11
li1	-	-	4495	-
met2	23300	20.5	482	48
met5	13	0	-	0.027
met4	1110	2.65	2	2.3
stage by stage:
| step | hold WS (ps) | utilization, % | cell area (um2) |
|---|---|---|---|
| CTS | 405 | 38.5 | 28700 |
| finish | 409 | 38.5 | 28700 |
| global route | 409 | 38.5 | 28700 |
| global placement | 400 | 35.9 | 26800 |
| detailed placement | 405 | 35.9 | 26800 |
| floorplan | 400 | - | 22600 |
